[flow/config.mk]
export PLATFORM = sky130hd
export DESIGN_NAME = MUX31
export DESIGN_NICKNAME = MUX31
export VERILOG_FILES = /design/flow/design.v
export SDC_FILE = /design/flow/constraint.sdc
export NUM_CORES = 4
export LEC_CHECK = 1
export CORE_AREA = 10 10 70 70
export DIE_AREA = 0 0 80 80
[flow/constraint.sdc]
current_design MUX31

set clk_period 2.8
set clk_io_pct 0.2

create_clock -name clk0 -period $clk_period

set non_clock_inputs [all_inputs -no_clocks]
set_input_delay [expr $clk_period * $clk_io_pct] -clock clk0 $non_clock_inputs
set_output_delay [expr $clk_period * $clk_io_pct] -clock clk0 [all_outputs]
[flow/design.v]
`timescale 1ns / 1ps
module MUX31 (mux_sel, in_1, in_2, in_3, out);
    input   [31:0]  in_1, in_2, in_3;
    input   [1:0]   mux_sel;
    output  [31:0]  out;
    assign  out =   (mux_sel == 2'b00) ? in_1 :
                    (mux_sel == 2'b01) ? in_2 :
                    (mux_sel == 2'b10) ? in_3 : 32'b0;
endmodule
[flow/run.sh]
#!/bin/bash
# OpenROAD 26Q1-2900-gdf79404cd8, Yosys 0.63+post, stock flow scripts
make -C /OpenROAD-flow-scripts/flow DESIGN_CONFIG=/design/flow/config.mk WORK_HOME=/design/flow/orfs finish
==> results.yml <==
# physical design summary
finish:
  nClkBuffers: 0
  stdcell_area_sq_um: 2101
  drive_gt1_frac: 0.08955
  flop_area_sq_um: 0
  final_cell_mix: "clkdlybuf4s50_1, mux2i_1, o2bb2ai_1"
  seq_cells: 0
  lay_top_count: "clkdlybuf4s50_1"
  area_growth_pct: 166.9
detailed_routing:
  initialDrtViolationCount: 28
  routed_wl_microns: 4613
  drtPass1Iterations: 3
  drc: 0
  wl_per_cell_microns: 18.68
  num_antenna_cells: 0
  vias: 1125
  postRouteAntennaNets: 0
  vias_per_cell: 4.555
synth:
  yosys_warnings: 0
  top_area_frac: 0.4070
  top_logic_kind: "AND-OR/OR-AND gates"
  xor_share: 0
  ys_sh_simple: 0.01749
  ys_top_cells_by_area: "mux2i_1, o2bb2ai_1, o2bb2ai_2"
  yosys-stat-area_sq_um: 787.0
  yosysTopAreaCell: "mux2i_1"
  synth_area_per_cell_sq_um: 10.22
  syn_area_sq_um: 787.0
  netlist_instances: 77
  synth.distinct_cells: 8
  ys_cells: 77
  mux_share: 0.4070
  ys_sh_adder: 0
  postSynthSeqShare: 0
  ys_sh_aoi: 0.4356
floorplanning:
  fp_util: 0.2304
  core_sq_um: 3416
  die_w_microns: 80
  io_pins: 130
  die_h_microns: 80
  die_area_sq_um: 6400
  rows: 21
setup_path:
  cp_slowest_cell: "clkdlybuf4s50_1"
  cp-end-kind: "primary output"
  crit_top_cell: "clkdlybuf4s50_1"
  cp.arrival_ns: 2.02
  critPathKind: "in -> out"
  crit_path_cell_trace: "clkdlybuf4s50_1 > nor2b_4 > buf_12 > o2bb2ai_1 > clkdlybuf4s50_1"
  cpPeakStageDelay_ns: 0.52
  startpoint: "mux_sel[1]"
  worstPathRequired_ns: 2.24
  start_kind: "input pin"
  critPathMaxFanout: 22
timing:
  hold_viol_final: 0
  fmax_mhz: 387.8
  relSlewSlack: 0.7499
  period_needed_ns: 2.579
  rsz0062_at_grt: "false"
  period_used_share: 0.9210
  setup_viol: 0
  worstMarginPinSlew_ns: 0.3751
  setup_ws_ns: 0.2211
  maxSlewViolCount: 0
  final.setup.tns_ns: 0
clocking:
  post_cts_resized: 0
  post_cts_buffers: 0
  ctsHoldBuffers: 0
grt:
  grt_start_max_net_pins: 33
  grt_overflow_total: 0
  antenna_found_initial: 0
  grt.total_usage: 0.1341
  grt_pass1_vias: 1245
  grt_pass1_wl_microns: 6906
min_path:
  min_from: "mux_sel[0]"
  hold_class: "in -> out"
job:
  warnings: 33
  max_cap_violations: 0
placement:
  io_buffers: 130
  finalWeightedCongestion: 0.8227
  preCtsSetupSlack_ns: 0.2129
  hpwl_microns: 4158
  dpl_cell_area_sq_um: 2101
power_and_ir_drop:
  leakagePower_uw: 0.0008077
  power-per-cell-area_nw_per_um2: 148.4
  ir_drop_mv: 0.06383
status:
  status: "completed"
==> worst max-delay path, delay by kind of cell <==
kind	cells	cell delay [ns]
buffers and inverters	3	1.16
AND/OR/NAND/NOR	1	0.17
AND-OR/OR-AND	1	0.12
==> stage by stage <==
stage | util | instances | hold slack (ns) | power (uW)
after floorplan | - | 77 | 1.183 | 90.17
after global placement | 0.6150 | 247 | 1.981 | 313.1
after detailed placement | 0.6150 | 247 | 1.988 | 316.6
final | 0.6150 | 247 | 1.972 | 311.8
after global routing | 0.6150 | 247 | 2.028 | 337.3
after CTS | 0.6150 | 247 | 1.989 | 318.4
==> cells by family (layout without fill, tap and decap cells) <==
kind of cell / after synthesis / count (layout)
AOI/OAI and AO/OA: 32 / 32
muxes: 32 / 32
and+or+nand+nor: 1 / 1
buffers and inverters: 12 / 136
==> cells in the mapped netlist, drive strengths merged <==
library cell  instances
mux2i                32
clkbuf                2
o2bb2ai              32
buf                  10
nor2b                 1
==> layer usage <==
| metal | global-route usage | share of wire |
|---|---|---|
| met1 | 0.1516 | 0.37 |
| met2 | 0.2448 | 0.52 |
| met3 | 0.04659 | 0.11 |
| met4 | 0.008803 | 0.0067 |
| met5 | 0 | 0 |
==> area by class of cell <==
class	count	area [sq um]
timing repair buffer	136	1366
multi-input combinational	65	676.9
fill	299	1315
tap	46	57.56
==> power by group <==
part	leakage, uW	internal [uW]	switching [uW]
clock network	0	0	0
logic	0.000808	232	79.5
registers	0	0	0
total	0.000808	232	79.5
==> path summary, 6_finish.rpt <==
check / to / slack, ns / depth (start not counted)
setup / recovery: out[9] / 0.22 / 5
hold / removal: out[24] / 1.97 / 4
Power is estimated from default activity; no workload was simulated.
