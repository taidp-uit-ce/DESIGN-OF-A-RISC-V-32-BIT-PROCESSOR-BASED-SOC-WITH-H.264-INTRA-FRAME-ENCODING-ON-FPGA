==> flow/design.v <==
`timescale 1ns / 1ps
module MUX81 (
    mux_sel_i, 
    in_1, in_2, in_3, in_4, in_5, 
    out
);
    input   [2:0]   mux_sel_i;
    input   [31:0]  in_1, in_2, in_3, in_4, in_5; 
    output  [31:0]  out;
    assign out = (mux_sel_i == 3'b000) ? in_1 :
                (mux_sel_i == 3'b001) ? in_2 :
                (mux_sel_i == 3'b010) ? in_3 :
                (mux_sel_i == 3'b011) ? in_4 :
                (mux_sel_i == 3'b100) ? in_5 : 32'b0;
endmodule
==> flow/run.sh <==
#!/bin/bash
# OpenROAD 26Q1-2900-gdf79404cd8, Yosys 0.63+post, stock flow scripts
make -C /OpenROAD-flow-scripts/flow DESIGN_CONFIG=/design/flow/config.mk WORK_HOME=/design/flow/orfs finish
==> flow/config.mk <==
export PLATFORM = sky130hd
export DESIGN_NAME = MUX81
export DESIGN_NICKNAME = MUX81
export VERILOG_FILES = /design/flow/design.v
export SDC_FILE = /design/flow/constraint.sdc
export NUM_CORES = 4
export LEC_CHECK = 1
export CORE_AREA = 10 10 95 95
export DIE_AREA = 0 0 105 105
==> flow/constraint.sdc <==
current_design MUX81

set clk_period 5.2
set clk_io_pct 0.2

create_clock -name clk0 -period $clk_period

set non_clock_inputs [all_inputs -no_clocks]
set_input_delay [expr $clk_period * $clk_io_pct] -clock clk0 $non_clock_inputs
set_output_delay [expr $clk_period * $clk_io_pct] -clock clk0 [all_outputs]
==> flow_summary.json <==
{
  "wl_um": 8720,
  "yosysTopAreaCellShare": 0.434,
  "switchingPower_uw": 81.8,
  "port_buffers": 195,
  "drv_slew": 0,
  "critPathMaxStageDelay_ns": 0.63,
  "power_frac_clock": 0,
  "cp_slowest_cell": "nand2b_1",
  "drive_gt1_frac": 0.0218,
  "p_sw_frac": 0.289,
  "postSynthAreaPerCell_um2": 7.85,
  "pin_count": 195,
  "row_count": 30,
  "timing.fmax_mhz": 234,
  "timing.slew.headroom": 0.475,
  "ys_warn_count": 0,
  "fp_util": 0.214,
  "synth_chip_area_mm2": 0.00148,
  "sequentialPowerShare": 0,
  "setup_viol": 0,
  "dr.pass1.iters": 4,
  "grt_max_degree": 43,
  "crit_path_start_kind": "input port",
  "routabilityCongestion": 0.826,
  "die_w_um": 105,
  "crit_fanout": 20,
  "crit_path_frequent_cell": "clkdlybuf4s50_1",
  "n_antenna_cell": 0,
  "comb_power_share": 1.000,
  "end_kind": "output port",
  "layout.cells.most_common": "clkdlybuf4s50_1",
  "netlist_instances": 188,
  "antenna_found_initial": 0,
  "routedWlPerCell_um": 18.8,
  "area_growth_pct": 130,
  "core_area_mm2": 0.00691,
  "hpwl_um": 7530,
  "synth_seq_share": 0,
  "dp.cells": 463,
  "warning_count": 32,
  "hold_viol": 0,
  "gr-usage-all-layers": 0.148,
  "maxCapViolations": 0,
  "status": "finished, final reports clean",
  "criticalPathCategory": "input port to output port",
  "crit_arrival_ns": 3.24,
  "seq_area_um2": 0,
  "dieHeight_um": 105,
  "p_per_area_mw_per_mm2": 83.1,
  "gr-total-overflow": 0,
  "cts.repair.resized": 0,
  "hold_buffers": 0,
  "die_area_mm2": 0.0110,
  "drt_iter0_markers": 65,
  "fin_crit_sh": 0.823,
  "min_period_ns": 4.28,
  "grt_pass1_wl_um": 13400,
  "top_area_cell": "mux2i_1",
  "first_global_vias": 2410,
  "p_leak_nw": 1.47,
  "peakVddDrop_v": 0.0000629,
  "final_cells": 463,
  "ys_cells": 188,
  "worstMarginPinSlew_ns": 0.786,
  "lay_top_cells": "clkdlybuf4s50_1 (194), mux2i_1 (64), o22ai_1 (32)",
  "clkbuf_count": 0,
  "path_cells": "clkdlybuf4s50_1, buf_4, nand2b_1, o22ai_1, a211o_1, clkdlybuf4s50_1",
  "vias": 2158,
  "post_cts_buffers": 0,
  "synth_cell_types": 16,
  "p_int_uw": 201,
  "routed_via_density": 4.66,
  "hp-class": "input port to output port",
  "tns_ns": 0,
  "rsz0062_at_grt": "no",
  "hold_slack_ns": 3.09,
  "final_antenna_net_count": 0,
  "worst-endpoint-required_ns": 4.16,
  "fillCellCount": 668,
  "ys_top_cells_by_area": "mux2i_1 (43%), o22ai_1 (14%), a211o_1 (10%)",
  "seq_cell_count": 0,
  "synth_area_mm2": 0.00148,
  "drc_errors": 0
}
synthesized netlist by cell type:
cell and count:
mux2i_1 64, o22ai_1 32, buf_6 6, nand2b_1 2, buf_2 6, nor2_1 17
or2_1 1, nand2_1 17, nor2b_2 1, buf_8 2, buf_12 1, clkbuf_1 3
a211o_1 17, a2bb2oi_1 15, nor3b_4 1, buf_4 3
critical path: cells and delay by family:
family	cells	cell delay [ns]
AOI/OAI and AO/OA	2	0.48
buffers and inverters	3	1.09
and+or+nand+nor	1	0.63
per-layer routing:
layer  part of all wire  global-route usage  vias to the layer above
met4                  0                   0                        0
met3              0.060              0.0323                        0
li1                   -                   -                     1105
met1               0.42               0.177                      967
met5                  0                   0                        -
met2               0.52               0.276                       86
metrics by stage:
stage	setup slack, ns	power (mW)	util	instance area [µm²]
floorplan	2.28	0.101	-	1480
global placement	0.930	0.285	0.493	3400
detailed placement	0.919	0.285	0.493	3400
CTS	0.905	0.287	0.493	3400
global route	0.775	0.307	0.493	3400
finish	0.922	0.283	0.493	3400
logic make-up after synthesis:
kind of cell    Yosys count  share of synthesized area
buf+inv                  21                      0.123
simple gates             39                      0.118
mux                      64                      0.434
compound gates           64                      0.325
layout make-up:
| class | count | area (µm²) | area share |
|---|---|---|---|
| Tap cell | 96 | 120 | 0.0353 |
| Timing Repair Buffer | 200 | 1990 | 0.584 |
| Multi-Input combinational cell | 167 | 1290 | 0.381 |
power groups by stage:
stage	Clock [mW]	Combinational, mW	Sequential [mW]
4_1_cts	0	0.287	0
6_report	0	0.283	0
5_1_grt	0	0.307	0
worst paths after layout:
check          from      end  slack, ns  cells after the start
max    mux_sel_i[2]  out[15]       0.92                      6
min        in_3[16]  out[16]       3.09                      4
Power and IR drop assume default switching activity.
